==> /design/flow/design.v <==
module read_datapath (
    input csr_aclk,
    input csr_aresetn,
    output trig_out, 
    input trig_out_ack, 
    input trig_in, 
    output trig_in_ack, 
    input parallel_aclk,
    input parallel_aresetn,
    input csr_awvalid,
    output csr_awready,
    input [4:0] csr_awaddr,
    input [2:0] csr_awprot,
    input csr_wvalid,
    output csr_wready,
    input [31:0] csr_wdata,
    input [3:0] csr_wstrb,
    output reg csr_bvalid,
    input csr_bready,
    output reg [1:0] csr_bresp,
    input csr_arvalid,
    output csr_arready,
    input [4:0] csr_araddr,
    input [2:0] csr_arprot,
    output reg csr_rvalid,
    input csr_rready,
    output reg [31:0] csr_rdata,
    output reg [1:0] csr_rresp,
    input parallel_tvalid,
    output parallel_tready,
    input [7:0] parallel_tdata,
    input parallel_tlast,
    input [7:0] parallel_tid,
    input [7:0] sector_number,
    input [31:0] cycle_count,
    input esdi_read_gate,
    output esdi_read_data,
    output reg esdi_read_clock,
    output reg read_data_valid,
    output reg esdi_read_data_ungated
);
    reg write_addr_valid;
    reg write_data_valid;
    reg [4:0] write_addr;
    reg [31:0] write_data;
    assign csr_awready = !write_addr_valid;
    assign csr_wready = !write_data_valid;
    assign csr_arready = !csr_rvalid || csr_rready;
    reg [31:0] control_register;
    wire silence = control_register[0];
    reg [6:0] clocks_per_halfbit;
    reg [3:0] esdi_read_gate_shift;
    reg [7:0] clock_counter;
    reg reading;
    reg hold_valid;
    reg [7:0] hold_data;
    reg hold_last;
    reg [7:0] hold_id;
    reg [6:0] shift_reg;
    reg shift_reg_last;
    reg [2:0] bit_count;
    reg underflow;
    reg missed_deadline;
    assign parallel_tready = !hold_valid;
    assign esdi_read_data = esdi_read_data_ungated && !esdi_read_gate_shift[1] && !silence;
    always @(posedge csr_aclk)
    begin
        esdi_read_gate_shift <= {esdi_read_gate, esdi_read_gate_shift[3:1]};
        if (!csr_aresetn)
        begin
            control_register <= 0;
            clocks_per_halfbit <= 5;
            write_addr_valid <= 0;
            write_data_valid <= 0;
            csr_bvalid <= 0;
            csr_rvalid <= 0;
            hold_valid <= 0;
            clock_counter <= 0;
            reading <= 0;
            underflow <= 0;
            missed_deadline <= 0;
            read_data_valid <= 0;
        end
        else
        begin
            read_data_valid <= 0;
            if (parallel_tvalid && parallel_tready)
            begin
                hold_valid <= 1;
                hold_data <= parallel_tdata;
                hold_last <= parallel_tlast;
                hold_id <= parallel_tid;
            end
            if (cycle_count == 0 && hold_valid && hold_id == sector_number)
            begin
                reading <= 1;
                shift_reg_last <= 0;
                bit_count <= 3'b111;  
            end
            clock_counter <= clock_counter + 1;
            if (clock_counter == (clocks_per_halfbit - 1))
            begin
                esdi_read_clock <= 1;
            end
            else if (clock_counter == ((clocks_per_halfbit << 1) - 1))
            begin
                clock_counter <= 0;
                esdi_read_clock <= 0;
                read_data_valid <= 1;
                if (reading)
                begin
                    bit_count <= bit_count + 1;
                    if (bit_count == 3'b111)
                    begin
                        if (shift_reg_last)
                        begin
                            reading <= 0;
                            esdi_read_data_ungated <= 0;
                        end
                        else
                        begin
                            if (!hold_valid)
                                underflow <= 1;
                            shift_reg <= hold_data[6:0];
                            shift_reg_last <= hold_last;
                            hold_valid <= 0;
                            esdi_read_data_ungated <= hold_data[7];
                        end
                    end
                    else
                    begin
                        shift_reg <= {shift_reg[5:0], 1'b0};
                        esdi_read_data_ungated <= shift_reg[6];
                    end
                end
                else
                begin
                    esdi_read_data_ungated <= 0;
                end
            end
            if (!esdi_read_gate_shift[1] && esdi_read_gate_shift[0])
            begin
                if (!reading)
                    missed_deadline <= 1;
            end
            if (csr_bready)
                csr_bvalid <= 0;
            if (csr_rready)
                csr_rvalid <= 0;
            if (csr_awvalid && csr_awready)
            begin
                write_addr_valid <= 1;
                write_addr <= csr_awaddr;
            end
            if (csr_wvalid && csr_wready)
            begin
                write_data_valid <= 1;
                write_data <= csr_wdata;
            end
            if (write_addr_valid && write_data_valid && (!csr_bvalid || csr_bready))
            begin
                write_addr_valid <= 0;
                write_data_valid <= 0;
                case (write_addr[4:2])
                    0 : control_register <= write_data;
                    1 : begin
                            missed_deadline <= write_data[1];
                            underflow <= write_data[0];
                        end
                    2 : clocks_per_halfbit <= write_data[6:0];
                endcase
                csr_bvalid <= 1;
                csr_bresp <= 2'b00;
            end
            if (csr_arvalid && (!csr_rvalid || csr_rready))
            begin
                case (csr_araddr[4:2])
                    0 : csr_rdata <= control_register;
                    1 : csr_rdata <= {30'b0, missed_deadline, underflow};
                    2 : csr_rdata <= {25'h0, clocks_per_halfbit};
                endcase
                csr_rvalid <= 1;
                csr_rresp <= 2'b00;
            end
        end
    end
endmodule
==> /design/flow/run.sh <==
#!/bin/bash
# OpenROAD 26Q1-2900-gdf79404cd8, Yosys 0.63+post, stock flow scripts
make -C /OpenROAD-flow-scripts/flow DESIGN_CONFIG=/design/flow/config.mk WORK_HOME=/design/flow/orfs finish
==> /design/flow/config.mk <==
export PLATFORM = sky130hd
export DESIGN_NAME = read_datapath
export DESIGN_NICKNAME = read_datapath
export VERILOG_FILES = /design/flow/design.v
export SDC_FILE = /design/flow/constraint.sdc
export NUM_CORES = 4
export LEC_CHECK = 1
export CORE_UTILIZATION = 40
==> /design/flow/constraint.sdc <==
current_design read_datapath

set clk_period 10.8
set clk_io_pct 0.2

create_clock -name clk0 -period $clk_period [get_ports {csr_aclk}]

set non_clock_inputs [all_inputs -no_clocks]
set_input_delay [expr $clk_period * $clk_io_pct] -clock clk0 $non_clock_inputs
set_output_delay [expr $clk_period * $clk_io_pct] -clock clk0 [all_outputs]
==> flow_summary.ini <==
; generated from flow reports
[synth]
netlist-cell-type-count = 53
synth_top_area_share = 0.466
avgSynthCellArea_um2 = 11.9
synthCells = 527
ys_cells = 527
top_cell = edfxtp_1
synth_flops = 157
mux_share = 0.0236
yosysWarnings = 3
synth_area_leader_cell = edfxtp_1
synth-main-ff-cell = edfxtp_1
edf_count = 97
ys_area_mm2 = 0.00625
yosysSeqAreaShare = 0.658
ys_sh_adder = 0.00801
simple_gate_share = 0.150
syn_area_mm2 = 0.00625
async_flop_share = 0
common_cells = edfxtp_1 (97), nand2_1 (75), dfxtp_1 (60)
yosys-top-cells-area = edfxtp_1 (47%), dfxtp_1 (19%), nand2_1 (4.5%)
xor_area_frac = 0.0420
aoi_share = 0.0817
synthTopLogicFamily = simple AND/OR/NAND/NOR gates

[clocking]
cts_hold_buf = 0
htreeDepth = 4
cts_tree = done
cts_setup_buffers = 0
clock_latency_ps = 410
postCtsResizedCells = 0
root_buffer = clkbuf_16
cts_buffers = 17
clk_path_buf_depth = 2
clk_pin_slew_ps = 60
cts.sinks = 157

[final_timing]
setup_violations = 0
fin_skew_ps = 8.90
whs_ps = 329
rsz0062_at_grt = no
fmax_mhz = 185
tns_ps = 0
tightest_slew_ps = 1040
max_slew_margin = 0.305
final.min_clock_period_ps = 5400
hold_viol_final = 0
drv_slew = 0
final.period_utilization = 0.500

[placed_design]
io_buffers = 145
dpl_cell_area_mm2 = 0.00786
gp_congestion = 0.832
dp_hpwl_um = 8360

[floorplan]
io_pins = 170
fp_util = 0.411
die-area_mm2 = 0.0161
row_count = 45
die_h_um = 127
core-area_mm2 = 0.0152
die_w_um = 127

[detailed_routing]
via_count = 4298
via_per_inst = 4.95
wl_per_cell_um = 14.3
drt-initial-drc-count = 303
wl_um = 12500
antenna_cells = 0
drc = 0
ant_nets = 0
dr.pass1.iters = 5

[critical_path]
end_kind = primary output
arrival_ps = 3240
rrSetupSlack_ps = 7110
path_max_fanout = 3
r2r_start = clocks_per_halfbit[0]
required_ps = 8640
startpoint_type = input port
r2r_cells = 7
worstSetupPathType = in -> out
r2r-end = shift_reg[5]

[global_route]
grt_first_pass_wirelength_um = 20300
grt_overflow = 0
grt_usage = 0.170
grt_max_degree = 49
grt_pass1_vias = 4275
grt_antenna_before_repair = 0

[run_status]
outcome = finished clean

[hold_path]
min_from = esdi_read_gate_shift[2]
min_path_type = reg -> reg
hold_path_depth = 0
holdPathEnd = esdi_read_gate_shift[1]

[pwr]
power_mw = 1.32
power_density_mw_per_mm2 = 157
leakagePower_nw = 2.95
ir_drop_mv = 0.106

[finish]
final_cell_area_mm2 = 0.00844
layout-drive-gt1-share = 0.0822
largestRegisters = control_register: 32 flops, csr_rdata: 32 flops, write_data: 32 flops
syn_to_final_growth_pct = 35.1

[job]
drv_cap = 0
warnings = 43
## cells by family after synthesis
kind of cell	after synthesis
buffers and inverters	49
muxes	14
other	1
xor gates and xnor gates	30
AOI/OAI and AO/OA	81
and+or+nand+nor	191
adders and majority gates	4
DFF	157
## worst max-delay path, cell delays in order
cell             delay (ps)
clkdlybuf4s50_1         400
nor2b_1                 230
inv_1                    60
clkdlybuf4s50_1         390
## worst max path at each step
stage,start,to,depth (start not counted)
after CTS,csr_rready,csr_arready,4
final,csr_rready,csr_arready,4
after global routing,csr_rready,csr_arready,4
## metrics by stage
stage	cells	worst slack, ps	utilization
6_report	869	5400	0.555
5_1_grt	869	5330	0.555
4_1_cts	869	5380	0.555
3_5_place_dp	837	5390	0.517
3_3_place_gp	837	5380	0.517
2_1_floorplan	532	2720	-
## metal layers
| layer | GRT usage | part of all wire |
|---|---|---|
| met5 | 0 | 0 |
| met4 | 0.0273 | 0.015 |
| met3 | 0.0627 | 0.092 |
| met2 | 0.257 | 0.45 |
| met1 | 0.257 | 0.44 |
## cell usage in the layout (no fill, tap or decap), types with 4 or more instances in the layout
master / instances
a21oi_1: 41
a22o_1: 9
and3_1: 7
buf_4: 7
clkbuf_16: 17
clkdlybuf4s50_1: 145
clkinv_2: 4
conb_1: 6
dfxtp_1: 60
edfxtp_1: 97
ha_1: 4
inv_1: 14
mux2_2: 6
mux2i_1: 8
nand2_1: 75
nand3_1: 8
nor2_1: 33
nor2b_1: 30
nor3_1: 4
nor4_1: 7
o21ai_0: 9
o22ai_1: 6
xnor2_1: 16
xor2_1: 14
## power by group
| part | total [mW] | internal, mW | switching (mW) |
|---|---|---|---|
| Sequential | 0.660 | 0.651 | 0.00819 |
| Clock | 0.583 | 0.348 | 0.235 |
| Combinational | 0.0809 | 0.0498 | 0.0311 |
| Total | 1.32 | 1.05 | 0.275 |
## layout make-up
class                      count  area [µm²]
timing repair buffer         152        1500
inverter                      14        52.6
clock buffer                  19         443
tap                          188         235
fill                        1202        6760
clock inverter                13         140
multi-input combinational    326        1950
sequential                   157        4110
Power is estimated from default activity; no workload was simulated.
