**flow/constraint.sdc**
```tcl
current_design sector_timer

set clk_period 4.1
set clk_io_pct 0.2

create_clock -name clk0 -period $clk_period [get_ports {csr_aclk}]

set non_clock_inputs [all_inputs -no_clocks]
set_input_delay [expr $clk_period * $clk_io_pct] -clock clk0 $non_clock_inputs
set_output_delay [expr $clk_period * $clk_io_pct] -clock clk0 [all_outputs]
```
**flow/run.sh**
```bash
#!/bin/bash
# OpenROAD 26Q1-2900-gdf79404cd8, Yosys 0.63+post, stock flow scripts
make -C /OpenROAD-flow-scripts/flow DESIGN_CONFIG=/design/flow/config.mk WORK_HOME=/design/flow/orfs finish
```
**flow/design.v**
```verilog
module sector_timer #(
    parameter PULSE_WIDTH = 500  
) (
    input csr_aclk,
    input csr_aresetn,
    input csr_awvalid,
    output csr_awready,
    input [4:0] csr_awaddr,
    input [2:0] csr_awprot,
    input csr_wvalid,
    output csr_wready,
    input [31:0] csr_wdata,
    input [3:0] csr_wstrb,
    output reg csr_bvalid,
    input csr_bready,
    output reg [1:0] csr_bresp,
    input csr_arvalid,
    output csr_arready,
    input [4:0] csr_araddr,
    input [2:0] csr_arprot,
    output reg csr_rvalid,
    input csr_rready,
    output reg [31:0] csr_rdata,
    output reg [1:0] csr_rresp,
    output reg esdi_index,
    output reg esdi_sector,
    output reg [31:0] cycle_count,
    output reg [7:0] sector_number,
    (* X_INTERFACE_INFO = "xilinx.com:signal:interrupt:1.0 intr INTERRUPT" *) 
    (* X_INTERFACE_PARAMETER = "SENSITIVITY LEVEL_HIGH" *)
    output interrupt
);
    reg write_addr_valid;
    reg write_data_valid;
    reg [4:0] write_addr;
    reg [31:0] write_data;
    assign csr_awready = !write_addr_valid;
    assign csr_wready = !write_data_valid;
    assign csr_arready = !csr_rvalid || csr_rready;
    reg [31:0] control_register;
    wire enable = control_register[0];
    wire interrupt_enable = control_register[1];
    reg [31:0] sector_length;
    reg [31:0] interrupt_time;
    reg [7:0] num_sectors;
    reg interrupt_time_reached;
    assign interrupt = interrupt_time_reached && interrupt_enable;
    always @(posedge csr_aclk)
    begin
        if (!csr_aresetn)
        begin
            control_register <= 32'b0000;
            sector_length <= 0;
            num_sectors <= 0;
            cycle_count <= 0;
            sector_number <= 0;
            esdi_index <= 0;
            esdi_sector <= 0;
            write_addr_valid <= 0;
            write_data_valid <= 0;
            csr_bvalid <= 0;
            csr_rvalid <= 0;
            interrupt_time_reached <= 0;
        end
        else
        begin
            if (enable)
            begin
                cycle_count <= cycle_count + 1;
                if (cycle_count == 0)
                begin
                    if (sector_number == 0)
                        esdi_index <= 1;
                    else
                        esdi_sector <= 1;
                end
                else if (cycle_count == PULSE_WIDTH)
                begin
                    esdi_index <= 0;
                    esdi_sector <= 0;
                end
                else if (cycle_count == sector_length)
                begin
                    cycle_count <= 0;
                    if (sector_number == (num_sectors - 1))
                    begin
                        sector_number <= 0;
                    end
                    else
                    begin
                        sector_number <= sector_number + 1;
                    end
                end
                if (cycle_count == interrupt_time)
                begin
                    interrupt_time_reached <= 1;
                end
            end
            else
            begin
                cycle_count <= 0;
                sector_number <= 0;
                esdi_index <= 0;
                esdi_sector <= 0;
            end
            if (csr_bready)
                csr_bvalid <= 0;
            if (csr_rready)
                csr_rvalid <= 0;
            if (csr_awvalid && csr_awready)
            begin
                write_addr_valid <= 1;
                write_addr <= csr_awaddr;
            end
            if (csr_wvalid && csr_wready)
            begin
                write_data_valid <= 1;
                write_data <= csr_wdata;
            end
            if (write_addr_valid && write_data_valid && (!csr_bvalid || csr_bready))
            begin
                write_addr_valid <= 0;
                write_data_valid <= 0;
                case (write_addr[4:2])
                    0 : control_register <= write_data;
                    1 : sector_length <= write_data;            
                    2 : num_sectors <= write_data[7:0];
                    5 : interrupt_time <= write_data;
                endcase
                csr_bvalid <= 1;
                csr_bresp <= 2'b00;
            end
            if (csr_arvalid && (!csr_rvalid || csr_rready))
            begin
                case (csr_araddr[4:2])
                    0 : begin
                        csr_rdata <= {29'b0, interrupt_time_reached, control_register[1:0]};
                        interrupt_time_reached <= 0;
                    end
                    1 : csr_rdata <= sector_length;
                    2 : csr_rdata <= {24'b0, num_sectors};
                    3 : csr_rdata <= {24'b0, sector_number};
                    4 : csr_rdata <= cycle_count;
                    5 : csr_rdata <= interrupt_time;
                endcase
                csr_rvalid <= 1;
                csr_rresp <= 2'b00;
            end
        end
    end
endmodule
```
**flow/config.mk**
```make
export PLATFORM = sky130hd
export DESIGN_NAME = sector_timer
export DESIGN_NICKNAME = sector_timer
export VERILOG_FILES = /design/flow/design.v
export SDC_FILE = /design/flow/constraint.sdc
export NUM_CORES = 4
export LEC_CHECK = 1
export CORE_UTILIZATION = 50
```
==> impl_metrics.csv <==
group,metric,value,unit
run_status,status,"complete, no violations",
final_timing,slew_headroom,35.7,%
global_routing,grt_pass1_wl,34500,um
job,tool_warnings,42,
cells_and_area,syn2layout_area_growth,20.0,%
floorplan,fp.dieW,138,um
floorplan,coreArea,18000,um2
critical_path,crit_required,4410,ps
final_timing,worstMarginPinSlew,957,ps
clocking,cts_setup_buffers,0,
critical_path,critPathSlowestCell,"dfxtp_1",
drt,wl_per_cell,18.4,um
final_timing,fmax,361,MHz
final_timing,finalCriticalPeriod,2770,ps
clocking,clk_latency,430,ps
worst_hold_path,hp-start,"write_data[31]",
synth,ys.flops,188,
final_timing,hold_viol_final,0,
drt,route.detailed.drc,0,
critical_path,worstReg2RegStart,"cycle_count[6]",
synth,edf_count,99,
global_routing,grt_pass1_vias,6023,
floorplan,pin_count,143,
job,drv_cap,0,
critical_path,start_kind,"register",
worst_hold_path,holdPathStages,0,
floorplan,die_h,138,um
critical_path,path_cells,"xor2_1 -> nor4_2 -> nand4_1 -> a211oi_4 -> nand2b_4 -> buf_12 -> nor2_1",
clocking,root_buffer,"clkbuf_16",
drt,antenna_left,0,
clocking,tritoncts,"done",
drt,wirelength,22000,um
synth,async_flop_share,0,%
floorplan,die-area,19100,um2
power_and_ir_drop,power_density,349,nW/um2
clocking,clock_path_buffers,2,
drt,viasPerCell,5.46,
final_timing,tns,0,ps
clocking,ctsHoldBuffers,0,
cells_and_area,fillers,1421,
cells_and_area,drive_above_1_share,9.83,%
worst_hold_path,hold_class,"register to register",
drt,vias,6531,
final_timing,drv_slew,0,
clocking,cts-htree-levels,4,
synth,netlist_instances,869,
final_timing,finClkSkew,10.0,ps
global_routing,grt_max_degree,40,
placement,place_ws,1320,ps
global_routing,grt_overflow,0,
cells_and_area,logic_area,4010,um2
synth,yosysUniqueCellTypes,59,
synth,ys_chip_area,9260,um2
placement,finalWeightedCongestion,0.890,
critical_path,max_stage_delay,570,ps
clocking,cts_resized,0,
synth,yosys_most_used_dff,"edfxtp_1",
power_and_ir_drop,p_leak,3.80,nW
critical_path,r2r_cells,7,
synth,yosys_warnings,1,
final_timing,setup_viol,0,
drt,dr.first_iter.drc_count,305,
critical_path,critPathKind,"register to register",
floorplan,fp_util,51.4,%
critical_path,cp.arrival,3080,ps
synth,synth_seq_share,51.4,%
placement,place.detailed.hpwl,16400,um
global_routing,grt_antenna_before_repair,1,
global_routing,grt.total_usage,24.7,%
critical_path,startpoint,"cycle_count[6]",
final_timing,grt_setup_unrepaired,"no",
cells_and_area,lay_top_cells,"123 x clkdlybuf4s50_1, 99 x edfxtp_1, 89 x dfxtp_1",
clocking,cts_made_buffers,17,
final_timing,period_used_share,67.6,%
placement,io_buffers,124,
synth,yosys-stat-cells,869,
final_timing,setup_ws,1330,ps
critical_path,endpoint_kind,"register",
critical_path,crit_fanout,32,
power_and_ir_drop,peakVddDrop,0.292,mV
synth,avgSynthCellArea,10.7,um2
critical_path,reg2reg_to,"cycle_count[31]",
cells_and_area,final_common_cell,"clkdlybuf4s50_1",
synth,syn_area,9260,um2
critical_path,reg2reg_slack,1330,ps
drt,dr.pass1.iters,5,
worst_hold_path,whs_endpoint,"interrupt_time[31]",
clocking,clkTransAtPathRegs,80,ps
cells_and_area,seq_area,4750,um2
floorplan,row_count,49,
clocking,cts_sinks,188,
critical path, delay by kind of cell, from the launching register on:
kind / cells / cell delay (ps)
and+or+nand+nor: 4 / 1020
DFF: 1 / 570
AOI/OAI and AO/OA: 1 / 520
buffers and inverters: 1 / 330
xor gates and xnor gates: 1 / 170
sequential cells by signal, indices dropped and copies added, names as in the netlist:
name / cells
sector_number: 8
interrupt_time_reached: 1
csr_rdata: 32
write_data: 32
write_addr: 3
interrupt_time: 32
esdi_sector: 1
num_sectors: 8
csr_bvalid: 1
write_addr_valid: 1
esdi_index: 1
control_register: 2
csr_rvalid: 1
write_data_valid: 1
cycle_count: 32
sector_length: 32
report_power, final:
part           total, W  switching, W  internal, W
clock           0.00167      0.000787     0.000887
sequential      0.00203     0.0000194      0.00201
combinational  0.000176     0.0000834    0.0000927
total           0.00388      0.000890      0.00299
layout make-up:
type,instances,area share [%]
clock buffer,17,3.83
timing repair buffer,136,12.0
tap,229,2.58
antenna,1,0.0225
clock inverter,15,1.78
inverter,25,0.845
sequential,188,42.8
multi-input combinational,585,36.1
layer usage:
metal / up-vias / track usage [%] / part of all wire, % / routed length (um)
met3: 9 / 7.24 / 8.3 / 1830
met1: 3077 / 45.0 / 50 / 10900
li1: 3178 / - / - / -
met4: 0 / 2.08 / 0.78 / 171
met5: - / 0 / 0 / 0
met2: 267 / 31.9 / 41 / 9020
Yosys cell counts, types with 16 or more instances:
| master | count | area [um2] |
|---|---|---|
| nand3_1 | 22 | 110 |
| edfxtp_1 | 99 | 2970 |
| nand4_1 | 16 | 100 |
| dfxtp_1 | 89 | 1780 |
| xnor2_1 | 53 | 464 |
| nor2_4 | 29 | 327 |
| nand2_1 | 86 | 323 |
| inv_1 | 24 | 90.1 |
| clkbuf_1 | 40 | 150 |
| a21boi_0 | 34 | 255 |
| nor2_1 | 80 | 300 |
| a21oi_1 | 32 | 160 |
| nor4_1 | 16 | 100 |
| mux2i_1 | 40 | 400 |
| xor2_1 | 48 | 420 |
worst max path at each step:
stage | end | slack [ps] | cells after the start
6_report | cycle_count[31] | 1330 | 7
5_1_grt | cycle_count[31] | 1150 | 7
4_1_cts | cycle_count[31] | 1300 | 7
cell families after synthesis:
| kind of cell | count (synthesis) | synth area share (%) |
|---|---|---|
| AOI/OAI and AO/OA | 116 | 9.26 |
| xor gates and xnor gates | 101 | 9.56 |
| adders and majority gates | 5 | 0.676 |
| buffers and inverters | 99 | 5.64 |
| DFF | 188 | 51.4 |
| muxes | 45 | 4.93 |
| other | 1 | 0.0405 |
| and+or+nand+nor | 314 | 18.5 |
metrics by stage:
| step | instances | hold slack (ps) | util (%) | instance area [um2] | total power [W] |
|---|---|---|---|---|---|
| 6_report | 1196 | 452 | 61.6 | 11100 | 0.00388 |
| 3_5_place_dp | 1163 | 434 | 58.2 | 10500 | 0.00225 |
| 3_3_place_gp | 1163 | 435 | 58.2 | 10500 | 0.00225 |
| 4_1_cts | 1195 | 452 | 61.6 | 11100 | 0.00391 |
| 2_1_floorplan | 872 | 426 | - | 9270 | 0.00215 |
| 5_1_grt | 1195 | 469 | 61.6 | 11100 | 0.00402 |
Power figures rest on the tool's default switching activity, not on a simulated workload.
