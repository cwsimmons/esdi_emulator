--- flow/config.mk ---
export PLATFORM = sky130hd
export DESIGN_NAME = axi_esdi_cmd_controller
export DESIGN_NICKNAME = axi_esdi_cmd_controller
export VERILOG_FILES = /design/flow/design.v
export SDC_FILE = /design/flow/constraint.sdc
export NUM_CORES = 4
export LEC_CHECK = 1
export CORE_UTILIZATION = 40
--- flow/constraint.sdc ---
current_design axi_esdi_cmd_controller

set clk_period 5.4
set clk_io_pct 0.2

create_clock -name clk0 -period $clk_period [get_ports {csr_aclk}]

set non_clock_inputs [all_inputs -no_clocks]
set_input_delay [expr $clk_period * $clk_io_pct] -clock clk0 $non_clock_inputs
set_output_delay [expr $clk_period * $clk_io_pct] -clock clk0 [all_outputs]
--- flow/design.v ---
module axi_esdi_cmd_controller #(
    parameter DATA_SETUP = 6,  
    parameter ACK_TO_NREQ = 6,  
    parameter ATTN_TO_CMPL = 10,
    parameter BIT_TIMEOUT = 10_000_00  
) (
    input csr_aclk,
    input csr_aresetn,
    input csr_awvalid,
    output csr_awready,
    input [4:0] csr_awaddr,
    input [2:0] csr_awprot,
    input csr_wvalid,
    output csr_wready,
    input [31:0] csr_wdata,
    input [3:0] csr_wstrb,
    output reg csr_bvalid,
    input csr_bready,
    output reg [1:0] csr_bresp,
    input csr_arvalid,
    output csr_arready,
    input [4:0] csr_araddr,
    input [2:0] csr_arprot,
    output reg csr_rvalid,
    input csr_rready,
    output reg [31:0] csr_rdata,
    output reg [1:0] csr_rresp,
    (* X_INTERFACE_INFO = "xilinx.com:signal:interrupt:1.0 intr INTERRUPT" *) 
    (* X_INTERFACE_PARAMETER = "SENSITIVITY LEVEL_HIGH" *)
    output interrupt,
    input esdi_transfer_req,
    input esdi_command_data,
    output esdi_transfer_ack,
    output esdi_confstat_data,
    output esdi_command_complete,
    output esdi_attention,
    output esdi_ready,
    output esdi_drive_selected
);
    reg write_addr_valid;
    reg write_data_valid;
    reg [4:0] write_addr;
    reg [31:0] write_data;
    assign csr_awready = !write_addr_valid;
    assign csr_wready = !write_data_valid;
    assign csr_arready = !csr_rvalid || csr_rready;
    reg [31:0] control_register;
    wire soft_reset = control_register[0];
    wire interface_enable = control_register[1];
    wire drive_selected = control_register[2];
    wire drive_ready = control_register[3];
    reg buffered_data_out_valid;
    reg [31:0] buffered_data_out;
    reg buffered_data_in_valid;
    reg [31:0] buffered_data_in;
    reg [2:0] state;
    reg sending;
    reg [5:0] bit_count;
    reg [31:0] cycle_count;
    reg [16:0] data_out;     
    reg [16:0] data_in;
    reg transfer_ack;
    reg confstat_data;
    reg command_complete;
    reg command_pending;
    reg attention;
    reg [2:0] esdi_transfer_req_shift;
    reg [2:0] esdi_command_data_shift;
    assign esdi_transfer_ack = transfer_ack && drive_selected;
    assign esdi_confstat_data = confstat_data && drive_selected;
    assign esdi_command_complete = command_complete && interface_enable && drive_selected;
    assign esdi_attention = attention && drive_selected;
    assign esdi_ready = drive_ready && drive_selected;
    assign esdi_drive_selected = drive_selected;
    assign interrupt = command_pending;
    always @(posedge csr_aclk)
    begin
        if (!csr_aresetn)
        begin
            control_register <= 0;
            transfer_ack <= 0;
            confstat_data <= 0;
            command_complete <= 1;
            attention <= 0;
            state <= 0;
            bit_count <= 0;
            sending <= 0;
            buffered_data_out_valid <= 0;
            buffered_data_in_valid <= 0;
            write_addr_valid <= 0;
            write_data_valid <= 0;
            csr_bvalid <= 0;
            csr_rvalid <= 0;
        end
        else
        begin
            cycle_count <= cycle_count + 1;
            esdi_transfer_req_shift <= {esdi_transfer_req, esdi_transfer_req_shift[2:1]};
            esdi_command_data_shift <= {esdi_command_data, esdi_command_data_shift[2:1]};
            if (state == 0)
            begin
                if (esdi_transfer_req_shift[0] && interface_enable)
                begin
                    if (!sending)
                    begin
                        data_in <= {data_in[15:0], esdi_command_data_shift[0]};
                    end
                    else
                    begin
                        confstat_data <= data_out[16];
                        data_out <= data_out << 1;
                    end
                    bit_count <= bit_count + 1;
                    state <= 1;
                    cycle_count <= 0;
                    if (bit_count == 0)
                    begin
                        command_complete <= 0;
                    end
                end
                else if ((bit_count | sending) && (cycle_count == BIT_TIMEOUT))
                begin
                    state <= 4;
                    cycle_count <= 0;
                end
            end
            else if (state == 1)
            begin
                if (cycle_count == DATA_SETUP)
                begin
                    transfer_ack <= 1;
                    cycle_count <= 0;
                    state <= 2;
                end
            end
            else if (state == 2)
            begin
                if (!esdi_transfer_req_shift[0])
                begin
                    cycle_count <= 0;
                    transfer_ack <= 0;
                    if (bit_count == 17)
                    begin
                        bit_count <= 0;
                        if (!sending)
                        begin
                            buffered_data_in_valid <= 1;
                            buffered_data_in <= {15'h0, (~^data_in[16:1] != data_in[0]), data_in[16:1]};
                            command_pending <= 1;
                            state <= 3;
                        end
                        else
                        begin
                            command_complete <= 1;
                            confstat_data <= 0;
                            state <= 0;
                            sending <= 0;
                        end
                    end
                    else
                    begin
                        state <= 0;
                    end
                end
                else if (cycle_count == BIT_TIMEOUT)
                begin
                    state <= 4;
                    cycle_count <= 0;
                end
            end
            else if (state == 3)
            begin
                if (!command_pending)
                begin
                    state <= 0;
                    cycle_count <= 0;
                    if (buffered_data_out_valid)
                    begin
                        sending <= 1;
                        buffered_data_out_valid <= 0;
                        data_out <= {buffered_data_out[15:0], ~^buffered_data_out[15:0]};
                    end
                    else
                    begin
                        sending <= 0;
                        command_complete <= 1;
                    end
                end
            end
            else if (state == 4)
            begin
                if (cycle_count == 0)
                begin
                    attention <= 1;
                end
                else if (cycle_count == ATTN_TO_CMPL)
                begin
                    state <= 0;
                    bit_count <= 0;
                    sending <= 0;
                    command_complete <= 1;
                    transfer_ack <= 0;
                end
            end
            if (soft_reset)
            begin
                attention <= 0;
                command_pending <= 0;
                buffered_data_out_valid <= 0;
                buffered_data_in_valid <= 0;
            end
            if (csr_bready)
                csr_bvalid <= 0;
            if (csr_rready)
                csr_rvalid <= 0;
            if (csr_awvalid && csr_awready)
            begin
                write_addr_valid <= 1;
                write_addr <= csr_awaddr;
            end
            if (csr_wvalid && csr_wready)
            begin
                write_data_valid <= 1;
                write_data <= csr_wdata;
            end
            if (write_addr_valid && write_data_valid && (!csr_bvalid || csr_bready))
            begin
                write_addr_valid <= 0;
                write_data_valid <= 0;
                case (write_addr[4:2])
                    0 : control_register <= write_data;
                    2 : begin
                        buffered_data_out_valid <= 1;
                        buffered_data_out <= write_data;
                    end
                    3 : if (write_data[0] == 0) command_pending <= 0;    
                    4 : attention <= write_data[0];
                endcase
                csr_bvalid <= 1;
                csr_bresp <= 2'b00;
            end
            if (csr_arvalid && (!csr_rvalid || csr_rready))
            begin
                case (csr_araddr[4:2])
                    0 : csr_rdata <= control_register;
                    1 : csr_rdata <= {28'h0, attention, command_pending, buffered_data_in_valid, buffered_data_out_valid};
                    2 : begin
                        csr_rdata <= buffered_data_in;
                        buffered_data_in_valid <= 0;
                    end
                    3 : csr_rdata <= {31'h0, command_pending};
                    4 : csr_rdata <= {31'h0, attention};
                endcase
                csr_rvalid <= 1;
                csr_rresp <= 2'b00;
            end
        end
    end
endmodule
--- flow/run.sh ---
#!/bin/bash
# OpenROAD 26Q1-2900-gdf79404cd8, Yosys 0.63+post, stock flow scripts
make -C /OpenROAD-flow-scripts/flow DESIGN_CONFIG=/design/flow/config.mk WORK_HOME=/design/flow/orfs finish
==> run summary <==
flow finished, numbers: Reg clk slew, reported paths 0.06 ns, crit share post-route 0.613, Slew @ Worst Pin 0.730 ns, die height 156 µm, Final Setup Violations 0, outcome finished, final reports clean, CTS Buffer Depth 3, critical path class primary input to output port, post-DR wirelength/cell 16.0 µm, final hold viol count 0, Final HPWL DP 12,300 µm, crit path DAT 2.23 ns, hold_sp esdi_transfer_req_shift[2], clock skew 0.0166 ns, min cycle time layout 3.31 ns, Starting DRT DRC Count 395, hold bufs inserted after CTS 0, most numerous logic cells after layout 173 x edfxtp_1, 99 x nand2_1, 89 x clkdlybuf4s50_1, max-cap violations 0, worst vdd ir 0.257 mV, Rel. slew slack 0.509, worst hold path endpoint esdi_transfer_req_shift[1], vias in the first global route 5,530, die x size 156 µm, final setup margin 2.09 ns, CTS tree built, Final Max Slew Viols 0, Clk Latency, worst-skew pair 0.52 ns, sequential area share after synthesis 0.660, total global-route track usage 0.171, area reported by Yosys stat 9500 µm², I/O pins 109, # port buffers 90, Syn Inst Count 770, syn avg cell area 12.3 µm², via count 5,947, Area growth, synth to finish 21.5%, pre-CTS setup slack 2.05 ns, FF-to-FF End cycle_count[20], Via density 4.96, global route overflow 0, gpl congestion 0.860, Root Buffer Master clkbuf_16, RSZ-0062 raised after global routing false, Cell Type Count 63, Row Count 56, Hold Path Class register to register, # Cells Yosys 770, Setup Buffers After CTS 0, leakage power total 3.82 nW, Design Area, Final 11,500 µm², top_reg_cell synth edfxtp_1, total negative slack 0 ns, TritonCTS buffer count 25, worst hold path depth 0, Reg2Reg Depth 5, Final Non-Filler Cells 1,198, CP Max Fanout 4, ys flops 227, H-tree levels 1, Req. time, crit path 4.32 ns, Sink Count 227, tool warnings 43, DRT Wirelength 19,100 µm, Post-synth ARST share 0, First-pass DRT Iterations 5, first-pass GRT wire length 30,200 µm, DRT antenna net count 0, cell area after synthesis 9500 µm², initial antenna violation count 0, post_cts resized 0, Die ar. 24,400 µm², Critical Path Source Type primary input, R2R Setup Slk 2.51 ns, layout cell share with drive strength beyond 1 0.105, Synth Warn # 1, Max Fclk 302 MHz, Crit. End Element output port, reg-to-reg startpoint cycle_count[25], Antenna diodes 0, most instantiated logic cell after routing edfxtp_1, PwrDens 327 nW/µm², largest net degree at the start of global routing 57, FP Core Util 0.406, worst hold margin 0.415 ns, # placed instances 1,152, core box area 23,400 µm², placed cell area 10,700 µm², DRC 0, number of enable flip-flop cells 173
## cell usage after synthesis (all sizes together) (2+ instances only)
cell type / number / area (µm²)
nor3: 14 / 70.1
nor2b: 3 / 18.8
nor2: 65 / 274
a31o: 3 / 26.3
a222oi: 3 / 30.0
clkbuf: 29 / 109
dfxtp: 54 / 1080
nor4: 18 / 119
o22ai: 3 / 18.8
xor2: 10 / 87.6
and2: 20 / 125
buf: 13 / 90.1
nor4b: 2 / 17.5
and4: 6 / 52.6
a21oi: 47 / 235
and3: 7 / 43.8
nand3b: 4 / 30.0
or2: 4 / 25.0
a31oi: 4 / 25.0
mux2: 16 / 180
nand2: 99 / 372
or4: 4 / 37.5
and4b: 2 / 20.0
nand2b: 6 / 37.5
ha: 6 / 75.1
nand3: 26 / 130
nand4: 9 / 56.3
a22o: 16 / 140
edfxtp: 173 / 5190
inv: 18 / 67.6
o21ai: 12 / 60.1
xnor2: 50 / 438
o211ai: 2 / 15.0
mux2i: 2 / 20.0
## cells by family (layout without fill, tap and decap cells)
family | count (synthesis) | after routing | share of synthesized area
flip-flops | 227 | 227 | 0.660
AND/OR/NAND/NOR | 293 | 293 | 0.154
adder cells (fa/ha/maj) | 6 | 6 | 0.00790
other | 1 | 4 | 0.000395
AND-OR/OR-AND | 105 | 105 | 0.0731
multiplexers | 18 | 18 | 0.0211
buffers and inverters | 60 | 166 | 0.0280
XOR/XNOR | 60 | 60 | 0.0553
## sequential cells by signal, summed over array words and instances, names as in the netlist, 3 cells and up
register and cells:
data_out 17, csr_rdata 32, esdi_command_data_shift 3, data_in 17
write_addr 3, buffered_data_out 16, state 5, bit_count 6
esdi_transfer_req_shift 3, cycle_count 32, write_data 32, control_register 32
buffered_data_in 17
## final cells by class
cell class,instances,area (µm²)
repair buffers,102,986
well taps,319,399
clock inverters,8,93.8
flip-flops and latches,227,6280
clock buffers,38,724
fillers,2054,11900
multi-input cells,486,3000
inverters,18,67.6
## worst max-delay path: stages
cell and delay [ns]:
clkdlybuf4s50_1 0.44, nand2b_1 0.20, clkdlybuf4s50_1 0.50
## worst max-delay path by stage
stage / from / to / slack [ns] / cells after the start
final: csr_rready / csr_arready / 2.09 / 3
after global routing: csr_rready / csr_arready / 2.04 / 3
after CTS: csr_rready / csr_arready / 2.06 / 3
## metal layers
layer	global-route usage	wire length, µm	vias to the layer above
met1	0.276	8750	2809
met3	0.0447	1250	26
li1	-	-	2968
met5	0	0	-
met2	0.253	8790	144
met4	0.0299	337	0
## power breakdown
group / internal [mW] / leakage [nW] / switching, mW
logic: 0.0743 / 1.36 / 0.0699
registers: 1.92 / 2.06 / 0.0359
clock network: 1.02 / 0.397 / 0.653
## stage by stage
stage                     total power [mW]  utilization
after floorplan                       2.05            -
after global placement                2.13        0.458
after detailed placement              2.14        0.458
after CTS                             3.82        0.493
after global routing                  3.89        0.493
final                                 3.77        0.493
No activity file was given, so power comes from the tool's default toggle rates.
